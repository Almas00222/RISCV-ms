`/design/flow/config.mk`:
```
export PLATFORM = sky130hd
export DESIGN_NAME = decoder
export DESIGN_NICKNAME = decoder
export VERILOG_FILES = /design/flow/design.v
export SDC_FILE = /design/flow/constraint.sdc
export NUM_CORES = 4
export LEC_CHECK = 1
export CORE_AREA = 10 10 70 70
export DIE_AREA = 0 0 80 80
```
`/design/flow/constraint.sdc`:
```
current_design decoder

set clk_period 1.3
set clk_io_pct 0.2

create_clock -name clk0 -period $clk_period

set non_clock_inputs [all_inputs -no_clocks]
set_input_delay [expr $clk_period * $clk_io_pct] -clock clk0 $non_clock_inputs
set_output_delay [expr $clk_period * $clk_io_pct] -clock clk0 [all_outputs]
```
`/design/flow/design.v`:
```
module decoder 
(
	input [31:7] instruction,
	input [1:0] immSrc,
	output [4:0] rs1,
	output [4:0] rs2,
	output [4:0] rd,
	output reg [31:0] immext
);	
	assign rs1 = instruction [19:15];
	assign rs2 = instruction [24:20]; 
	assign rd = instruction [11:7];
	always @(*) begin 
	case (immSrc)
	2'b00 : immext = {{20{instruction[31]}}, instruction[31:20]};
	2'b01: immext  = {{20{instruction[31]}}, instruction[31:25], instruction[11:7]};
	2'b10: immext  = {{20{instruction[31]}} , instruction[7], instruction[30:25], instruction[11:8], 1'b0};
	2'b11: immext = {{12{instruction[31]}}, instruction[19:12], instruction[20], instruction[30:21], 1'b0};
	default: immext = 32'b00;
	endcase
	end
endmodule
```
`/design/flow/run.sh`:
```
#!/bin/bash
# OpenROAD 26Q1-2900-gdf79404cd8, Yosys 0.63+post, stock flow scripts
make -C /OpenROAD-flow-scripts/flow DESIGN_CONFIG=/design/flow/config.mk WORK_HOME=/design/flow/orfs finish
```
==> out/qor.txt <==
critical path type = input pin to output pin
dpl hpwl = 1.88 mm
worst setup margin = -0.0239 ns
Post-Route WL = 2.13 mm
largest net degree at the start of global routing = 14
P&R area growth vs syn = 142%
outcome = complete, but fails checks
final setup vio count = 4
most frequent logic cell in the layout = clkdlybuf4s50_1
cell repeated most along the worst path = buf_6
Cell area leaders = buf_4 (59%), a31o_2 (16%), mux2_2 (10%)
vias in the first global route = 620
Min Clock Period, post-route = 1.32 ns
wire length per cell = 14.0 microns
area share, top type = 0.586
crit-path cells = buf_8 -> xor2_2 -> buf_6 -> mux2_4 -> buf_6
Netlist cell types = 9
Placed Instance Area = 1020 sq um
GRT Max-Usage Layer = met2
die height = 80 microns
hold path endpoint = immext[10]
Seq share, synth = 0
IO buf count = 62
grt met2 use = 0.0955
Syn Area/Cell = 8.06 sq um
maximum vdd ir drop = 0.0000807 V
total core area = 3420 sq um
PD cells = 332 nW/um^2
Worst Hold Launch = instruction[30]
GRT met3 Usage = 0.0273
drt via density = 3.47
Final Max Tran Viols = 0
total track usage = 0.0596
Required @ worst endpoint = 1.04 ns
Tot Pwr = 0.350 mW
Final period util = 1.02
Synth Cell Area = 435 sq um
most frequent cells in the layout = clkdlybuf4s50_1 (25), buf_4 (17), clkbuf_2 (12), buf_6 (12), buf_2 (8)
registers = 0
worst-path fanout max = 4
die width = 80 microns
Worst EP arrival = 1.06 ns
failing checks = setup timing
CP max stage delay = 0.31 ns
Initial Util = 0.127
Leakage = 0.535 nW
DRT iter0 DRCs = 23
CP Depth = 5
Worst-Margin Slew = 0.216 ns
drt pass-1 iters = 4
relative max-transition margin = 0.856
crit end category = output pin
CP bufs+invs = 3
number of clock-tree buffers in the layout = 0
initial antenna violation count = 0
GR Layer Usage met1 = 0.0746
GP Congestion = 0.796
Final ANT Viol Nets = 0
Ant. Diodes = 0
DRC Markers = 0
final instance area = 1050 sq um
RSZ-0062 raised after global routing = true
YS chip area = 435 sq um
Max-Cap Viols = 0
final hold vios = 0
routed vias = 527
CP delay by family, top = buffers and inverters
Yosys top cell by area = buf_4
# IOs = 74
cells after synthesis = 54
Seq. cell area = 0 sq um
fraction of layout cells with a size suffix above 1 = 0.632
yosys cell count = 54
worst hold margin = 0.520 ns
yosys warning tally = 1
total die size = 6400 sq um
first-pass GRT wire length = 3.16 mm
HP Class = input pin to output pin
CP Launch Type = input pin
row cnt = 21
WHS Path Cells = 0
Achievable Freq = 755 MHz
Remaining Overflow, GRT = 0
Log Warnings = 34
slowest CP cell = mux2_4
layer usage:
| layer | vias up | routed length, microns |
|---|---|---|
| met1 | 232 | 901 |
| met2 | 37 | 946 |
| li1 | 258 | - |
| met4 | 0 | 0 |
| met3 | 0 | 286 |
| met5 | - | 0 |
power breakdown:
| part | switching, mW | total (mW) | internal, mW | leakage (nW) |
|---|---|---|---|---|
| Sequential | 0 | 0 | 0 | 0 |
| Combinational | 0.0950 | 0.350 | 0.255 | 0.535 |
| Clock | 0 | 0 | 0 | 0 |
final cells by class:
type	count	area, sq um
multi-input combinational	19	233
fill	367	2360
timing repair buffer	87	764
tap	46	57.6
what timing repair did:
| action | in CTS | in global routing |
|---|---|---|
| endpoints found under the setup margin | 41 | 34 |
| gates resized | 98 | 29 |
| hold buffers | 0 | 0 |
| setup buffers | 4 | 0 |
| pin swaps | 4 | 3 |
worst max-delay path by stage:
stage              from        end  slack (ns)
CTS           immSrc[1]  immext[3]       -0.02
finish        immSrc[0]  immext[3]       -0.02
global route  immSrc[0]  immext[2]       -0.05
logic make-up after synthesis:
family	Yosys count	synth area share
buffers and inverters	35	0.598
muxes	6	0.149
xor gates and xnor gates	1	0.0374
AOI/OAI and AO/OA	10	0.198
and+or+nand+nor	2	0.0172
Yosys cell counts (all sizes together):
library cell	number
buf	35
a31o	8
mux2	4
mux2i	2
nor2	2
a21boi	1
a21oi	1
xor2	1
metrics by stage:
step	setup slack (ns)	util	cells	TNS (ns)
floorplan	0.240	-	54	0
global placement	-0.790	0.298	149	-19.17
detailed placement	-0.809	0.298	149	-19.20
CTS	-0.0249	0.305	152	-0.0939
global route	-0.0500	0.309	152	-0.211
finish	-0.0239	0.309	152	-0.0743
No activity file was given, so power comes from the tool's default toggle rates.
