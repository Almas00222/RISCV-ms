<file path="flow/run.sh">
#!/bin/bash
# OpenROAD 26Q1-2900-gdf79404cd8, Yosys 0.63+post, stock flow scripts
make -C /OpenROAD-flow-scripts/flow DESIGN_CONFIG=/design/flow/config.mk WORK_HOME=/design/flow/orfs finish
</file>
<file path="flow/config.mk">
export PLATFORM = sky130hd
export DESIGN_NAME = Control_Unit
export DESIGN_NICKNAME = Control_Unit
export VERILOG_FILES = /design/flow/design.v
export SDC_FILE = /design/flow/constraint.sdc
export NUM_CORES = 4
export LEC_CHECK = 1
export CORE_AREA = 10 10 71 71
export DIE_AREA = 0 0 81 81
</file>
<file path="flow/constraint.sdc">
current_design Control_Unit

set clk_period 1.8
set clk_io_pct 0.2

create_clock -name clk0 -period $clk_period [get_ports {clk}]

set non_clock_inputs [all_inputs -no_clocks]
set_input_delay [expr $clk_period * $clk_io_pct] -clock clk0 $non_clock_inputs
set_output_delay [expr $clk_period * $clk_io_pct] -clock clk0 [all_outputs]
</file>
<file path="flow/design.v">
module ALUdec(
	input [2:0] funct3,
	input opb5,
	input funct7b5,
	input [1:0] aluop,
	output reg [2:0] aluselect
);
	wire RtypeSub;
	assign RtypeSub = funct7b5 & opb5;
	always @(*) begin
    case (aluop)
        2'b00: begin
            aluselect = 3'b000;
        end
        2'b01: begin
            aluselect = 3'b001;
        end
        default: begin
            case (funct3)
                3'b000: begin
                    if (RtypeSub) begin
                        aluselect = 3'b001;  
                    end else begin
                        aluselect = 3'b000;  
                    end
                end
                3'b010: begin
                    aluselect = 3'b101;  
                end
                3'b110: begin
                    aluselect = 3'b011;   
                end
                3'b111: begin
                    aluselect = 3'b010;  
                end
                default: begin
                    aluselect = 3'bxxx;
                end
            endcase
        end
    endcase
end
endmodule
module Control_Unit (
    input aluZero,
    input clk,
    input rst,
    input [6:0] cmdOp,
    input cmdF7,
    input [2:0] cmdF3,
    output reg done_LW,
    output reg done_SW,
    output reg done_ALUWB,
    output reg done_beq,
    output reg IRWrite,
    output reg MemWrite,
    output reg PCWrite,  
    output reg AdrSrc,
    output reg [1:0] immSrc,
    output reg [2:0] aluControl,
    output reg [1:0] ALUSrcB,  
    output reg [1:0] ALUSrcA,  
    output reg [1:0] ResultSrc,  
    output reg regWrite,  
    output reg [3:0] state_out,
    output reg PCUpdate   
);
    reg [1:0] AluOp;
    reg branch;
    assign PCWrite = (branch & aluZero) | PCUpdate;
    parameter s0 = 4'b0000; 
    parameter s1 = 4'b0001;
    parameter s2 = 4'b0010;
    parameter s3 = 4'b0011;
    parameter s4 = 4'b0100;
    parameter s5 = 4'b0101;
    parameter s6 = 4'b0110;
    parameter s7 = 4'b0111;
    parameter s8 = 4'b1000;
    parameter s9 = 4'b1001;
    parameter s10 = 4'b1010;
    parameter s11 = 4'b1011;
    reg [3:0] current_state, next_state;
    always @(*) begin
    	case (cmdOp)
    		7'b0000011: immSrc = 2'b00;
		7'b0100011: immSrc = 2'b01;
		7'b0110011: immSrc = 2'bxx;
		7'b1100011: immSrc = 2'b10;
		7'b0010011: immSrc = 2'b00;
		7'b1101111: immSrc = 2'b11;
		default: begin
		immSrc = 2'b00;
		end
    	endcase
    end
    always @(posedge clk or posedge rst) begin
    	if (rst) begin
    		current_state <= s0;
    		end else begin
    		current_state <= next_state;
    		end
    end
    always @(*) begin
    next_state = s0;
    case(current_state)
    s0: begin
    next_state = s1;
    end
    s1: begin
    if ((cmdOp == 7'b0000011) || (cmdOp == 7'b0100011)) begin  
    next_state = s2;  
    end else if (cmdOp == 7'b0110011) begin  
    next_state = s6;
    end else if (cmdOp == 7'b1100011) begin  
    next_state = s10;
    end else if (cmdOp == 7'b0010011) begin  
    next_state = s8;
    end else if (cmdOp == 7'b1101111) begin  
    next_state = s9;
    end
    end
    s2: begin
    if (cmdOp == 7'b0000011) begin 
    next_state = s3;  
    end else if (cmdOp == 7'b0100011) begin
    next_state = s5;  
    end
    end
    s3: begin
    next_state = s4;  
    end
    s4: begin
    next_state = s0;
    end
    s5: begin
    next_state = s0;  
    end
    s6: begin
    next_state = s7;  
    end
    s7: begin
    next_state = s0;  
    end
    s8: begin 
    next_state = s7;  
    end
    s9: begin
    next_state = s7;  
    end
    s10: begin
    next_state = s0; 
    end
    default: begin next_state = s0;
    end
    endcase
    end
    always @(*) begin
    branch = 0;
    IRWrite = 0;
    MemWrite = 0;
    PCWrite = 0;
    AdrSrc = 0;
    aluControl = 3'b000;
    ALUSrcB = 2'b00;
    ALUSrcA = 2'b00;
    ResultSrc = 2'b00;
    regWrite = 0;
    PCUpdate = 0;
    AluOp = 2'b00;
    done_LW = 0;
    done_SW = 0;
    done_ALUWB = 0;
    done_beq = 0;
        case (current_state)
	s0: begin
	AdrSrc = 0;
	IRWrite = 1;
	ALUSrcA = 2'b00;
	ALUSrcB = 2'b10;
	AluOp = 2'b00;
        ResultSrc = 2'b10;
        PCUpdate = 1;
        end
        s1: begin   
        ALUSrcA = 2'b01; 
        ALUSrcB = 2'b01;
        end
        s2: begin
        ALUSrcA = 2'b10;
        ALUSrcB = 2'b01;
        end
        s3: begin
        AdrSrc = 1;
        end
        s4: begin
   	ResultSrc = 2'b01;
   	regWrite = 1;
   	done_LW = 1;
        end
        s5: begin
        AdrSrc = 1;
        MemWrite = 1;
        done_SW = 1;
        end
        s6: begin
        ALUSrcA = 2'b10;
        AluOp = 2'b10;
        end
        s7: begin
        regWrite = 1;
        done_ALUWB = 1;
        end
        s8: begin
        ALUSrcA = 2'b10;
        ALUSrcB = 2'b01;
        AluOp = 2'b10;
        end
        s9: begin
        ALUSrcA = 2'b01;
        ALUSrcB = 2'b10;
        PCUpdate = 1;
        end
        s10: begin
        ALUSrcA = 2'b10;
        ALUSrcB = 2'b00;
        ResultSrc = 2'b00;
        AluOp = 2'b01;
        branch = 1;
        done_beq = 1;
        end
        default: begin
        branch = 1'bx;
    IRWrite = 1'bx;
    MemWrite = 1'bx;
    PCWrite = 1'bx;
    AdrSrc = 1'bx;
    aluControl = 3'bx;
    ALUSrcB = 2'bx;
    ALUSrcA = 2'bx;
    ResultSrc = 2'bx;
    regWrite = 1'bx;
    PCUpdate = 1'bx;
    AluOp = 2'bx;
    done_LW = 1'bx;
    done_SW = 1'bx;
    done_ALUWB = 1'bx;
    done_beq = 1'bx;
    end
        endcase
    end
    always @(*) begin
        state_out = current_state;
    end
    ALUdec aludecode(
    	.funct3(cmdF3),
	.opb5(cmdOp[5]),
	.funct7b5(cmdF7),
	.aluop(AluOp),
	.aluselect(aluControl)
    );
endmodule
</file>
==> impl_metrics.prom <==
# HELP chip_impl_metric Yosys and OpenROAD flow results
# TYPE chip_impl_metric gauge
chip_impl_info{name="timing.critical_path.max_delay_family",value="buffers and inverters"} 1
chip_impl_metric{name="seq_power_share",unit=""} 0.115
chip_impl_info{name="cp-start-kind",value="flip-flop"} 1
chip_impl_metric{name="synthToLayoutAreaGrowth",unit="%"} 114.6
chip_impl_metric{name="maxCapViolations",unit=""} 0
chip_impl_info{name="netlist.top_cell.by_area",value="sky130_fd_sc_hd__dfrtp_1"} 1
chip_impl_info{name="worst_path_most_repeated_cell",value="sky130_fd_sc_hd__buf_4"} 1
chip_impl_metric{name="dieHeight",unit="um"} 81
chip_impl_metric{name="h-tree-depth",unit=""} 1
chip_impl_metric{name="antenna_cells",unit=""} 0
chip_impl_metric{name="crit_required",unit="ps"} 1890
chip_impl_metric{name="total_count_of_max_transition_violations_in_the_final_report",unit=""} 0
chip_impl_metric{name="clk_path_buf_depth",unit=""} 2
chip_impl_metric{name="firstDrtPassIters",unit=""} 3
chip_impl_metric{name="cp_max_stage_delay",unit="ps"} 390
chip_impl_info{name="critical-path-slowest-cell",value="sky130_fd_sc_hd__dfrtp_1"} 1
chip_impl_info{name="synth.top_cells.by_area",value="sky130_fd_sc_hd__dfrtp_1 18%, sky130_fd_sc_hd__buf_4 12%, sky130_fd_sc_hd__ha_1 11%"} 1
chip_impl_info{name="largest_register",value="current_state"} 1
chip_impl_metric{name="vias",unit=""} 687
chip_impl_metric{name="min_period_over_period",unit=""} 0.9617
chip_impl_metric{name="synth_async_sr_flop_share",unit=""} 1.000
chip_impl_metric{name="drt-total-wl",unit="um"} 1903
chip_impl_info{name="common_cells",value="9 x sky130_fd_sc_hd__buf_4, 6 x sky130_fd_sc_hd__nor2_1, 5 x sky130_fd_sc_hd__ha_1, 5 x sky130_fd_sc_hd__nor3_1"} 1
chip_impl_metric{name="setup-violations-final",unit=""} 0
chip_impl_metric{name="postSynthRegisterBits",unit=""} 4
chip_impl_metric{name="hold_buffers",unit=""} 0
chip_impl_metric{name="yosys.area.top_type_share",unit=""} 0.1794
chip_impl_metric{name="placement.setup.worst_slack",unit="ps"} -397.6
chip_impl_info{name="grt_setup_unrepaired",value="false"} 1
chip_impl_info{name="cts_tree",value="done"} 1
chip_impl_metric{name="synth_cell_types",unit=""} 32
chip_impl_metric{name="pwr_density_cell",unit="nW/um2"} 969.2
chip_impl_metric{name="grt_start_max_net_pins",unit=""} 10
chip_impl_metric{name="clock_power_share",unit=""} 0.163
chip_impl_metric{name="fin_clk_skew",unit="ps"} 1.658
chip_impl_info{name="synth_top_flop_cell",value="sky130_fd_sc_hd__dfrtp_1"} 1
chip_impl_metric{name="stdcell_count",unit=""} 170
chip_impl_metric{name="ys_warn_count",unit=""} 11
chip_impl_info{name="ctsRootBufferMaster",value="sky130_fd_sc_hd__clkbuf_8"} 1
chip_impl_metric{name="core",unit="um2"} 3633
chip_impl_metric{name="drt_first_iter_violations",unit=""} 10
chip_impl_metric{name="post-route-util",unit=""} 0.3295
chip_impl_metric{name="grt_util_all_layers",unit=""} 0.05563
chip_impl_metric{name="fp_util",unit=""} 0.1536
chip_impl_metric{name="floorplan.io_pins",unit=""} 39
chip_impl_metric{name="pwr-share-comb",unit=""} 0.722
chip_impl_metric{name="global_route_wire_length_before_repair",unit="um"} 3105
chip_impl_info{name="worstPathCellList",value="buf_6, ha_4, buf_4, buf_4, o211ai_2, o21ai_2, or3_1"} 1
chip_impl_metric{name="yosys-stat-area",unit="um2"} 558.0
chip_impl_metric{name="static-leakage-power",unit="nW"} 0.6302
chip_impl_metric{name="worst_ep_arrival_time",unit="ps"} 1820
chip_impl_metric{name="critPathBufInv",unit=""} 3
chip_impl_info{name="status",value="complete, no violations"} 1
chip_impl_metric{name="detailed_place_hpwl",unit="um"} 1513
chip_impl_info{name="top_cell",value="sky130_fd_sc_hd__buf_4"} 1
chip_impl_metric{name="detail-route-antenna-nets",unit=""} 0
chip_impl_metric{name="finalWeightedCongestion",unit=""} 0.7883
chip_impl_metric{name="vdd_ir_drop_max",unit="mV"} 0.3058
chip_impl_metric{name="largest_register_ff_count",unit=""} 4
chip_impl_metric{name="buffer_ports.inserted",unit=""} 29
chip_impl_metric{name="fin_ws",unit="ps"} 69.01
chip_impl_metric{name="numCtsBuffers",unit=""} 3
chip_impl_metric{name="antenna_found_initial",unit=""} 0
chip_impl_metric{name="syn_area",unit="um2"} 558.0
chip_impl_metric{name="total_switching_power",unit="mW"} 0.3703
chip_impl_metric{name="drc",unit=""} 0
chip_impl_metric{name="dieArea",unit="um2"} 6561
chip_impl_metric{name="path_clk_slew",unit="ps"} 30
chip_impl_metric{name="power.internal",unit="mW"} 0.7903
chip_impl_metric{name="clock.latency.late_pin",unit="ps"} 220
chip_impl_metric{name="detail_route.vias_per_cell",unit=""} 4.041
chip_impl_metric{name="wl_per_cell",unit="um"} 11.19
chip_impl_metric{name="first_global_vias",unit=""} 741
chip_impl_metric{name="syn_avg_cell_area",unit="um2"} 8.329
chip_impl_metric{name="edf_count",unit=""} 0
chip_impl_metric{name="total_placed_cells_including_tap_cells",unit=""} 158
chip_impl_info{name="criticalPathCategory",value="flip-flop to flip-flop"} 1
chip_impl_info{name="hold_path.class",value="input port to asynchronous set/reset pin"} 1
chip_impl_metric{name="floorplan.die.width",unit="um"} 81
chip_impl_metric{name="fmax",unit="MHz"} 577.7
chip_impl_metric{name="report.power.total",unit="mW"} 1.161
chip_impl_metric{name="sw_frac_of_total",unit=""} 0.3190
chip_impl_metric{name="grt.overflow.total",unit=""} 0
chip_impl_info{name="critPathCaptureType",value="flip-flop"} 1
chip_impl_metric{name="warnings",unit=""} 35
chip_impl_metric{name="clock-sinks",unit=""} 4
chip_impl_metric{name="ratio_of_cells_with_drive_above_1_in_the_final_layout",unit=""} 0.4754
chip_impl_metric{name="cp_max_fo",unit=""} 4
chip_impl_metric{name="rows",unit=""} 22
chip_impl_info{name="reg.largest.list",value="current_state x4"} 1
chip_impl_metric{name="period_minus_slack",unit="ps"} 1731
chip_impl_metric{name="yosysSeqAreaShare",unit=""} 0.1794
chip_impl_metric{name="netlist_instances",unit=""} 67
chip_impl_metric{name="total_count_of_hold_check_failures_in_the_final_report",unit=""} 0
chip_impl_metric{name="yosys-stat-cells",unit=""} 67
## cell families (layout without fill, tap and decap cells)
group,count (synthesis),after routing,share of synthesized area
AND-OR/OR-AND,12,12,0.1659
AND/OR/NAND/NOR,27,27,0.3094
adder cells (fa/ha/maj),5,5,0.1121
flip-flops,4,4,0.1794
XOR/XNOR,1,1,0.01570
buffers and inverters,15,67,0.1749
multiplexers,2,2,0.03588
other,1,4,0.006720
## per-layer routing
| layer | track usage | share of wire | vias up |
|---|---|---|---|
| li1 | - | - | 336 |
| met3 | 0.01782 | 0.095 | 4 |
| met5 | 0 | 0 | - |
| met1 | 0.06441 | 0.44 | 319 |
| met2 | 0.09634 | 0.44 | 28 |
| met4 | 0.01557 | 0.026 | 0 |
## per-stage QoR
| stage | cell area, um2 | hold WS (ps) | setup TNS, ps |
|---|---|---|---|
| final | 1197 | 318.4 | 0 |
| after global routing | 1197 | 344.6 | 0 |
| after CTS | 1135 | 322.0 | -166.4 |
| after detailed placement | 998.5 | 550.9 | -939.3 |
| after global placement | 998.5 | 555.5 | -836.0 |
| after floorplan | 569.3 | 126.1 | 0 |
## what timing repair did
| item | 4_1_cts | 5_1_grt |
|---|---|---|
| resized | 43 | 14 |
| pin swaps | 2 | 5 |
| endpoints found under the setup margin | 16 | 9 |
| setup buffers | 4 | 5 |
## power by group through the flow
stage	clock, mW	sequential [mW]	combinational [mW]
CTS	0.193	0.133	0.835
global route	0.202	0.136	0.931
finish	0.189	0.134	0.838
## final timing paths
check                      slack [ps]              from          endpoint  depth (start not counted)
max in group asynchronous        1340               rst  current_state[2]                          2
setup / recovery                   70  current_state[0]  current_state[0]                          7
setup reg to reg                   70  current_state[0]  current_state[0]                          7
min in group clk0                 640  current_state[3]  current_state[2]                          2
hold reg to reg                   640  current_state[3]  current_state[2]                          2
hold / removal                    320               rst  current_state[0]                          2
## area by class of cell
class / count / area, um2
multi-input combinational: 51 / 459.2
timing repair buffer: 59 / 515.5
inverter: 5 / 21.27
fill: 373 / 2436
clock buffer: 3 / 41.29
sequential: 4 / 100.1
tap: 48 / 60.06
## cell usage in the layout (no fill, tap or decap), drive strengths merged, types with 2 or more instances in the layout
cell type	Yosys	layout
a21oi	2	2
and3	4	4
buf	10	30
clkbuf	0	5
clkdlybuf4s15	0	2
clkdlybuf4s50	0	6
conb	1	4
dfrtp	4	4
dlygate4sd2	0	16
dlymetal6s2s	0	3
ha	5	5
inv	5	5
mux2i	2	2
nand2	2	2
nor2	6	6
nor2b	2	2
nor3	5	5
o21ai	3	3
o31ai	2	2
Power is estimated from default activity; no workload was simulated.
